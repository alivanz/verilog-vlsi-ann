==> design/flow/constraint.sdc <==
current_design ilayer

set clk_period 1.0
set clk_io_pct 0.2

create_clock -name clk0 -period $clk_period [get_ports {clk}]

set non_clock_inputs [all_inputs -no_clocks]
set_input_delay [expr $clk_period * $clk_io_pct] -clock clk0 $non_clock_inputs
set_output_delay [expr $clk_period * $clk_io_pct] -clock clk0 [all_outputs]
==> design/flow/design.v <==
module reg32(clk, reset, d, q);
input clk, reset;
input [31:0] d;
output [31:0] q;
reg [31:0] q;
always @ (negedge clk) begin
  if (reset) begin
    q <= 0;
  end else begin
    q <= d;
  end
end
endmodule
module mult (A, B, Out);
parameter DWIDTH=32;
parameter frac=24;
input signed [DWIDTH-1:0] A, B;
output signed [DWIDTH-1:0] Out;
wire signed [2*DWIDTH-1:0] temp;
assign temp = A*B;
assign Out = temp[((2*DWIDTH-1)-(DWIDTH-frac)):frac];
endmodule
module add (A, B, Out);
parameter DWIDTH=32;
parameter frac=24;
input signed [DWIDTH-1:0] A, B;
output signed [DWIDTH-1:0] Out;
assign Out = A + B;
endmodule
module coef_term1(in, out);
parameter DWIDTH = 32;
parameter t01 = 32'b0000_0000_1000_0000_0000_0000_0000_0000 ;
parameter t12 = 32'b0000_0000_1101_0001_0100_0000_0000_0000 ;
parameter t23 = 32'b0000_0000_1110_1100_1000_0000_0000_0000 ;
parameter t34 = 32'b0000_0000_1111_1000_0100_0000_0000_0000 ;
parameter t46 = 32'b0000_0000_1111_1110_0100_0000_0000_0000 ;
parameter t00 = 32'b0000_0001_0000_0000_0000_0000_0000_0000 ;
input [2:0] in;
output reg [DWIDTH-1:0] out;
always@(in)
begin
  case (in)
    0 : out = t01;
	1 : out = t12;
	2 : out = t23;
	3 : out = t34;
	4 : out = t46;
	5 : out = t46;
	default : out = t00;
  endcase
end
endmodule
module coef_term2(in, out);
parameter DWIDTH=32;
parameter t01 = 32'b0000_0000_0100_0000_0000_0000_0000_0000 ;
parameter t12 = 32'b0000_0000_0010_0110_0000_0000_0000_0000 ;
parameter t23 = 32'b0000_0000_0001_0001_1100_0000_0000_0000 ;
parameter t34 = 32'b0000_0000_0000_0111_0100_0000_0000_0000 ;
parameter t46 = 32'b0000_0000_0000_0001_1000_0000_0000_0000 ;
parameter t00 = 32'b0000_0000_0000_0000_0000_0000_0000_0000 ;
input [2:0] in;
output reg [DWIDTH-1:0] out;
always@(in)
begin
  case (in)
    0 : out = t01;
	1 : out = t12;
	2 : out = t23;
	3 : out = t34;
	4 : out = t46;
	5 : out = t46;
	default : out = t00;
  endcase
end
endmodule
module coef_term3(in, out);
parameter DWIDTH=32;
parameter t01 = 32'b0000_0000_0000_0000_0000_0000_0000_0000 ;
parameter t12 = 32'b1111_1111_1111_0100_0000_0000_0000_0000 ;
parameter t23 = 32'b1111_1111_1111_1000_1000_0000_0000_0000 ;
parameter t34 = 32'b1111_1111_1111_1100_1100_0000_0000_0000 ;
parameter t46 = 32'b1111_1111_1111_1111_0100_0000_0000_0000 ;
parameter t00 = 32'b0000_0000_0000_0000_0000_0000_0000_0000 ;
input [2:0] in;
output reg [DWIDTH-1:0] out;
always@(in)
begin
  case (in)
    0 : out = t01;
	1 : out = t12;
	2 : out = t23;
	3 : out = t34;
	4 : out = t46;
	5 : out = t46;
	default : out = t00;
  endcase
end
endmodule
`timescale 1ns/100ps
module sigmf(in, out);
parameter DWIDTH = 32;
parameter one = 32'b0000_0001_0000_0000_0000_0000_0000_0000;  
input signed [DWIDTH-1:0] in;
output signed [DWIDTH-1:0] out;
wire [2:0] ctrl;
wire signed [DWIDTH-1:0] term1, term2, term3;
wire signed [DWIDTH-1:0] c_term2, c_term3;
wire signed [DWIDTH-1:0] x, mid, result;
assign x = in[DWIDTH-1] ? (~in+1-mid) : (in-mid);
segmentation seg(in, ctrl);
mid_val     midvalue(ctrl, mid);
coef_term1  coef1(ctrl, term1);
coef_term2  coef2(ctrl, c_term2);
coef_term3  coef3(ctrl, c_term3);
mult    ser_term2(c_term2, x, term2);
mult_3in    ser_term3(c_term3, x, x, term3);
adder_4in   finaladd(term1, term2, term3, result);
assign out = in[DWIDTH-1] ? (one-result) : result;
endmodule
module segmentation(in, ctrl);
parameter DWIDTH = 32;
input [DWIDTH-1:0] in;
output [2:0] ctrl;
wire [15:0] t;
wire [DWIDTH-1:0] temp;
assign temp = (~in+1);
assign t = in[DWIDTH-1] ? temp[29:14] : in[29:14] ;
assign ctrl[2] = t[13] || (~t[13]&&t[12]) || (t[14]&&~t[13]&&~t[12]);
assign ctrl[1] = t[11] || (t[13]&&~t[11]) || (t[14]&&~t[13]&&~t[11]);
assign ctrl[0] = (~t[14]&&~t[13]&&~t[12]&&t[10]);
endmodule
module mid_val(in, out);
parameter DWIDTH = 32;
input [2:0] in;
output reg signed [DWIDTH-1:0] out;
always@(in)
begin
  case(in)
    0 : out = 32'b0000_0000_0000_0000_0000_0000_0000_0000;
	1 : out = 32'b0000_0001_1000_0000_0000_0000_0000_0000;
	2 : out = 32'b0000_0010_1000_0000_0000_0000_0000_0000;
	3 : out = 32'b0000_0011_1000_0000_0000_0000_0000_0000;
	4 : out = 32'b0000_0101_0000_0000_0000_0000_0000_0000;
	5 : out = 32'b0000_0101_0000_0000_0000_0000_0000_0000;
	default : out = 0;
  endcase
end
endmodule
module mult_3in (A, B, C, Out);
parameter DWIDTH=32;
parameter frac=24;
input signed [DWIDTH-1:0] A, B, C;
output signed [DWIDTH-1:0] Out;
wire signed [4*DWIDTH-1:0] temp;
assign temp = A*B*C;
assign Out = temp[((4*DWIDTH-1)-(3*DWIDTH)+(2*frac)):2*frac];
endmodule
module adder_4in(A, B, C, out);
parameter DWIDTH=32;
parameter frac=24;
input signed [DWIDTH-1:0] A, B, C;
output signed [DWIDTH-1:0] out;
assign out = A + B + C;
endmodule
module ilayer(clk, reset, a,b, k1, k2);
input clk, reset;
input [31:0] a,b;
output [31:0] k1,k2;
reg32 reg_k1(clk, reset, a, k1);
reg32 reg_k2(clk, reset, b, k2);
endmodule
module hlayer2_3(clk, reset, i1, i2, o1, o2, o3);
input clk, reset;
input [31:0] i1, i2;
output [31:0] o1, o2, o3;
hlayer2_1 x1(clk, reset, i1, i2, o1);
hlayer2_1 x2(clk, reset, i1, i2, o2);
hlayer2_1 x3(clk, reset, i1, i2, o3);
endmodule
module hlayer3_2(clk, reset, i1, i2, i3, o1, o2);
input clk, reset;
input [31:0] i1, i2, i3;
output [31:0] o1, o2;
hlayer3_1 x1(clk, reset, i1, i2, i3, o1);
hlayer3_1 x2(clk, reset, i1, i2, i3, o2);
endmodule
module hlayer2_1(clk, reset, i1, i2, o);
input clk, reset;
input [31:0] i1, i2;
output [31:0] o;
reg [31:0] w1, w2;
reg [31:0] b;
reg [31:0] o;
wire [31:0] r1, r2;
mult m1(i1, w1, r1);
mult m2(i2, w2, r2);
wire [31:0] a1, ox;
add add1(r1, r2, a1);
add add2(a1, b, ox);
wire [31:0] os;
sigmf sig(ox, os);
always @ (negedge clk) begin
  o <= os;
end
endmodule
module hlayer3_1(clk, reset, i1, i2, i3, o);
input clk, reset;
input [31:0] i1, i2, i3;
output [31:0] o;
reg [31:0] w1, w2, w3;
reg [31:0] b;
reg [31:0] o;
wire [31:0] r1, r2, r3;
mult m1(i1, w1, r1);
mult m2(i2, w2, r2);
mult m3(i3, w3, r3);
wire [31:0] a1, a2, ox;
add add1(r1, r2, a1);
add add2(r3, b, a2);
add add3(a1, a2, ox);
wire [31:0] os;
sigmf sig(ox, os);
always @ (negedge clk) begin
  o <= os;
end
endmodule
==> design/flow/run.sh <==
#!/bin/bash
# OpenROAD 26Q1-2900-gdf79404cd8, Yosys 0.63+post, stock flow scripts
make -C /OpenROAD-flow-scripts/flow DESIGN_CONFIG=/design/flow/config.mk WORK_HOME=/design/flow/orfs finish
==> design/flow/config.mk <==
export PLATFORM = sky130hd
export DESIGN_NAME = ilayer
export DESIGN_NICKNAME = ilayer
export VERILOG_FILES = /design/flow/design.v
export SDC_FILE = /design/flow/constraint.sdc
export NUM_CORES = 4
export LEC_CHECK = 1
export CORE_UTILIZATION = 30
==> flow_summary.toml <==
# generated from flow reports
[clock_network]
htreeDepth = 3
clk_path_buf_depth = 2
path_clk_slew_ns = 0.04
cts-root-buf = "clkbuf_8"
numCtsBuffers = 9
cts_tree = "done"
cts.sinks = 64

[timing]
tightest_slew_ns = 0.1865
grt_setup_unrepaired = "true"
setup_viol = 64
slew_viol_final = 0
finalWorstSetupSlack_ns = -0.4825
finalHoldViolCount = 0
slew-limit-headroom = 0.8757
tns_ns = -29.23

[setup_path]
cp_max_fo = 1
setup.worst_path.class = "reg2out"
critPathLaunchType = "register"
critPathSlowestCell = "dfxtp_2"
required_ns = 0.80
critical_path_buf_inv_count = 1
path_delay_family = "flip-flops"
cp.arrival_ns = 1.28
crit_path_max_incr_delay_ns = 0.30
cp_cell_sequence = "buf_2"
crit_start = "reg_k1.q[13]"
endpoint_kind = "primary output"

[final_layout]
layout.cells.most_common = "inv_1"
drive_gt1_frac = 0.4370
fin_area_mm2 = 0.003371
fillerInstances = 525
final_core_util = 0.5562
layoutNonFillerInstCount = 416
final_cell_mix = "inv_1, buf_2, clkdlybuf4s50_1, nor2b_2, dfxtp_1"
areaGrowthSynthToFinish_pct = 75.39

[logic_synthesis]
simple_gate_area_frac = 0.2865
synthCells = 136
ys_ff = 64
yosys_area_mm2 = 0.001922
ys_top_logic_family = "simple AND/OR/NAND/NOR gates"
synth_stat.cells = 136
ys_sh_aoi = 0
post-synth-top-area-fraction = 0.6667
netlist-cell-type-count = 6
ys_sh_adder = 0
yosysWarnings = 1
ys_seq_share = 0.6667
synth_area_mm2 = 0.001922
avgSynthCellArea_um2 = 14.13
ys_sh_xor = 0
synthMuxAreaShare = 0
netlist_top_cells_area = "dfxtp_1, nor2b_2, buf_6"
largest_area_cell = "dfxtp_1"

[place]
portBuffers = 129
dpl_worst_slack_ns = -0.4786
post-dp-hpwl_um = 3187
dpl_cell_area_mm2 = 0.003286
place_inst = 337
place_congestion = 0.7319

[die]
io-pin-count = 130
rows = 28
die_h_um = 82.04
core_util_floorplan = 0.3171
core-area_mm2 = 0.006061
die_w_um = 82.04
dieArea_mm2 = 0.006731

[pwr]
p_seq_frac = 0.455
clkPwrFrac = 0.453
p_int_w = 0.004335
netSwitchingPower_w = 0.001689
peakVddDrop_mv = 0.8997
swShare = 0.2803
cellLeakagePower_nw = 1.765
combPwrFrac = 0.092
p_per_area_mw_per_mm2 = 1787

[route]
drc = 0
routed_wl_um = 4401
first_pass_iters = 6
diodes = 0
wire_per_inst_um = 10.58
drt.antenna.violating_nets = 0
via_count = 1555
vias_per_cell = 3.738
drt-initial-drc-count = 23

[job]
maxCapViolCount = 0
warnings = 92

[grt]
grt_usage = 0.1313
grt_overflow_total = 0
grt_max_degree = 28
antenna_found_initial = 0
grt_pass1_vias = 1552
grt_pass1_wl_um = 6486

[status]
violations = "setup timing"
outcome = "complete, but fails checks"

[hold_path]
holdCritPathClass = "in2reg"
min_from = "a[2]"
==> cell usage after synthesis <==
cell,number
dfxtp_1,64
inv_1,1
buf_6,5
nor2b_2,60
nor2b_1,4
buf_8,2
==> power by group through the flow <==
stage     sequential, W  clock, W  combinational (W)
5_1_grt         0.00274   0.00327           0.000612
4_1_cts         0.00274   0.00291           0.000570
6_report        0.00274   0.00273           0.000556
==> state kept, by name (all words and copies together) (netlist names) <==
name      cells
reg_k1.q     32
reg_k2.q     32
==> cell families after synthesis <==
| family | after synthesis |
|---|---|
| flip-flops | 64 |
| AND/OR/NAND/NOR | 64 |
| buffers and inverters | 8 |
==> metal layers <==
layer | wire length (µm) | vias up | GRT usage
met5 | 0 | - | 0
met4 | 134 | 0 | 0.07368
met3 | 586 | 14 | 0.1240
met2 | 1954 | 80 | 0.1711
met1 | 1726 | 653 | 0.1367
li1 | - | 808 | -
==> final timing paths <==
kind,to,depth (start not counted)
worst max-delay path,k1[13],1
worst min-delay path,reg_k1.q[2],2
==> layout make-up <==
cell class	instances	area, µm²	share of cell area
Timing Repair Buffer	133	1039	0.3081
Sequential cell	64	1289	0.3823
Clock buffer	9	123.9	0.03675
Clock inverter	71	275.3	0.08166
Multi-Input combinational cell	64	550.5	0.1633
Tap cell	75	93.84	0.02784
==> timing repair <==
| action | 4_1_cts | 5_1_grt |
|---|---|---|
| gates resized | 199 | 4 |
| setup buffers | 0 | 0 |
| hold buffers | 0 | 0 |
| endpoints found under the setup margin | 64 | 64 |
==> through the flow <==
stage / hold WS, ns / power [W]
2_1_floorplan: 0.8282 / 0.003344
3_3_place_gp: 1.053 / 0.003864
3_5_place_dp: 1.057 / 0.003864
4_1_cts: 0.6618 / 0.006222
5_1_grt: 0.5827 / 0.006626
6_report: 0.5783 / 0.006024
Power is estimated from default activity; no workload was simulated.
